$ cat run.sh
#!/bin/bash
# OpenROAD 26Q1-2900-gdf79404cd8, Yosys 0.63+post, stock flow scripts
make -C /OpenROAD-flow-scripts/flow DESIGN_CONFIG=/design/flow/config.mk WORK_HOME=/design/flow/orfs finish
$ cat config.mk
export PLATFORM = sky130hd
export DESIGN_NAME = hdb3_d2t
export DESIGN_NICKNAME = hdb3_d2t
export VERILOG_FILES = /design/flow/design.v
export SDC_FILE = /design/flow/constraint.sdc
export NUM_CORES = 4
export LEC_CHECK = 1
export CORE_AREA = 10 10 70 70
export DIE_AREA = 0 0 80 80
$ cat constraint.sdc
current_design hdb3_d2t

set clk_period 1.5
set clk_io_pct 0.2

create_clock -name clk0 -period $clk_period [get_ports {clk}]

set non_clock_inputs [all_inputs -no_clocks]
set_input_delay [expr $clk_period * $clk_io_pct] -clock clk0 $non_clock_inputs
set_output_delay [expr $clk_period * $clk_io_pct] -clock clk0 [all_outputs]
$ cat design.v
module hdb3_d2t(
  input clk,
  input [1:0]polar_in,
  output reg [1:0]polar_out
);
parameter HDB3_P = 2'B10;  
parameter HDB3_N = 2'B01;  
parameter HDB3_Z = 2'B00;  
parameter HDB3_0 = 2'B00; 
parameter HDB3_1 = 2'B01; 
parameter HDB3_V = 2'B11; 
parameter HDB3_B = 2'B10; 
reg first_v =0;
reg v_polar=1;
reg b_polar=1;
always @(posedge clk) begin
  if(polar_in==2'b11) begin 
	 if(first_v == 0) begin
	     v_polar <= b_polar;
	 end
    polar_out<=v_polar ? 2'b01 : 2'b11;
    v_polar<=~v_polar;
	 first_v <= 1;
  end
  else if(polar_in==2'b01 || polar_in==2'b10) begin
    polar_out<=first_v ? 2'b10 : 2'b01;
    b_polar<=~b_polar;
  end
  else begin 
    polar_out<=2'b00;
  end 
end
endmodule  
==> flow_metrics.env <==
# yosys + openroad results
export IMPL_core_area_um2=3420
export IMPL_slowest_stage="clkdlybuf4s50_1"
export IMPL_clockBufferDepth=2
export IMPL_cp_required_ns=1.20
export IMPL_slew_viol_final=0
export IMPL_layout_drive_gt1_share_pct=15.8
export IMPL_global_route_usage_total_pct=1.02
export IMPL_top_area_cell="edfxtp_1"
export IMPL_syn_area_um2=145
export IMPL_firstDrtPassIters=2
export IMPL_setup_viol=0
export IMPL_cts_sinks=4
export IMPL_power_switching_mw=0.0527
export IMPL_fp_dieW_um=80
export IMPL_hold_class="flop to flop"
export IMPL_grt_pass1_vias=97
export IMPL_end_kind="output port"
export IMPL_finalHoldViolCount=0
export IMPL_path_depth=1
export IMPL_cts_tree="done"
export IMPL_grt_pass1_wl_um=420
export IMPL_placed_cell_area_um2=243
export IMPL_via_per_inst=1.43
export IMPL_postLayoutCellArea_um2=269
export IMPL_cts_setup_buffers=0
export IMPL_drt_iter0_markers=7
export IMPL_rsz0062_at_grt="no"
export IMPL_startpoint_type="flop"
export IMPL_area_growth_pct=85.3
export IMPL_hold_depth=1
export IMPL_outcome="finished, final reports clean"
export IMPL_ant_nets=0
export IMPL_path_class="flop to output port"
export IMPL_fp_util_pct=4.25
export IMPL_synth_edff_count=2
export IMPL_synth_area_yosys_um2=145
export IMPL_vias=93
export IMPL_place_congestion=0.552
export IMPL_clk_pin_slew_ns=0.04
export IMPL_antenna_found_initial=0
export IMPL_top_area_share_pct=41.4
export IMPL_dieArea_um2=6400
export IMPL_common_cells="dfxtp_1, edfxtp_1, inv_1"
export IMPL_power_density_nw_per_um2=1100
export IMPL_pwr_share_comb_pct=8.8
export IMPL_swShare_pct=17.8
export IMPL_yosys_warnings=1
export IMPL_gr_total_overflow=0
export IMPL_rr_worst_depth=1
export IMPL_cts_resized=0
export IMPL_cts_max_level=1
export IMPL_cts_hold_buffers=0
export IMPL_ys_seq_elements=4
export IMPL_leakagePower_nw=0.101
export IMPL_worst_ep_arrival_time_ns=0.99
export IMPL_ys_seq_share_pct=69.0
export IMPL_power_frac_seq_pct=42.9
export IMPL_rows=21
export IMPL_path_cells="clkdlybuf4s50_1"
export IMPL_clock_power_share_pct=48.3
export IMPL_die_h_um=80
export IMPL_internal_power_mw=0.243
export IMPL_yosysUniqueCellTypes=8
export IMPL_root_buffer="clkbuf_4"
export IMPL_finalClockPeriodUsage_pct=85.7
export IMPL_finalClockSkew_ns=0.00312
export IMPL_wl_per_cell_um=4.29
export IMPL_fmax_mhz=778
export IMPL_drc=0
export IMPL_async_reset_ff_share_pct=0
export IMPL_yosys_top_cells_area="edfxtp_1, dfxtp_1, ha_1"
export IMPL_num_io_pins=5
export IMPL_cpPeakStageDelay_ns=0.46
export IMPL_fin_crit_ns=1.29
export IMPL_numCtsBuffers=3
export IMPL_clkLatencyLatePin_ns=0.23
export IMPL_num_antenna_cells=0
export IMPL_timing_setup_tns_ns=0
export IMPL_tool_warnings=25
export IMPL_crit_family="buffers and inverters"
export IMPL_crit_buf_inv=1
export IMPL_critPathMaxFanout=1
export IMPL_grt_max_degree=5
export IMPL_port_buffers=4
export IMPL_flop_cell="edfxtp_1"
export IMPL_drv_cap=0
export IMPL_synth_avg_cell_area_um2=13.2
export IMPL_syn_inst=11
export IMPL_ys_cells=11
export IMPL_peakVddDrop_mv=0.149
export IMPL_routed_wl_um=279
## registers in the layout (all words and copies together), names as in the netlist
name	flops
polar_out	2
first_v	1
v_polar	1
## final cells by class
class                      instances  area (um^2)
fill                             406         3150
sequential                         4          100
tap                               46         57.6
timing repair buffer               4         40.0
multi-input combinational          5         37.5
clock buffer                       4         26.3
inverter                           2         7.51
## final timing paths
| kind | slack, ns | to | start |
|---|---|---|---|
| min reg2reg | 0.47 | polar_out[1] | v_polar |
| max reg2reg | 0.87 | v_polar | v_polar |
| max | 0.21 | polar_out[0] | polar_out[0] |
| min | 0.47 | polar_out[1] | v_polar |
## power by group through the flow
stage | combinational (mW) | clock [mW] | sequential, mW
after CTS | 0.0271 | 0.149 | 0.127
after global routing | 0.0296 | 0.156 | 0.128
final | 0.0259 | 0.143 | 0.127
## placed cells by master (no fill, tap or decap)
| master | n |
|---|---|
| mux2i_1 | 1 |
| clkbuf_4 | 3 |
| nand2_1 | 1 |
| clkbuf_1 | 1 |
| inv_1 | 2 |
| edfxtp_1 | 2 |
| dfxtp_1 | 2 |
| a21o_1 | 1 |
| clkdlybuf4s50_1 | 4 |
| ha_1 | 1 |
| conb_1 | 1 |
## cell families (layout without fill, tap and decap cells)
group | after synthesis | after routing | synth area share (%)
AND-OR/OR-AND | 1 | 1 | 5.17
adder cells (fa/ha/maj) | 1 | 1 | 8.62
buffers and inverters | 2 | 10 | 5.17
flip-flops | 4 | 4 | 69.0
multiplexers | 1 | 1 | 6.90
other | 1 | 1 | 2.58
AND/OR/NAND/NOR | 1 | 1 | 2.58
## through the flow
step | total power [mW] | setup slack [ns] | util, % | cells | hold WS, ns
after floorplan | 0.136 | 0.638 | - | 11 | 0.433
after global routing | 0.314 | 0.166 | 7.88 | 65 | 0.502
after detailed placement | 0.156 | 0.172 | 7.11 | 61 | 0.465
after CTS | 0.303 | 0.190 | 7.88 | 65 | 0.473
final | 0.295 | 0.214 | 7.88 | 65 | 0.470
after global placement | 0.155 | 0.189 | 7.11 | 61 | 0.452
## metal layers
| metal | track usage [%] | wire [um] |
|---|---|---|
| met1 | 0.870 | 105 |
| met2 | 1.04 | 110 |
| met3 | 1.82 | 63 |
| met4 | 0.352 | 0 |
| met5 | 0 | 0 |
No activity file was given, so power comes from the tool's default toggle rates.
