[./run.sh]
#!/bin/bash
# OpenROAD 26Q1-2900-gdf79404cd8, Yosys 0.63+post, stock flow scripts
make -C /OpenROAD-flow-scripts/flow DESIGN_CONFIG=/design/flow/config.mk WORK_HOME=/design/flow/orfs finish
[./config.mk]
export PLATFORM = sky130hd
export DESIGN_NAME = hdb3_add_b
export DESIGN_NICKNAME = hdb3_add_b
export VERILOG_FILES = /design/flow/design.v
export SDC_FILE = /design/flow/constraint.sdc
export NUM_CORES = 4
export LEC_CHECK = 1
export CORE_AREA = 10 10 70 70
export DIE_AREA = 0 0 80 80
[./constraint.sdc]
current_design hdb3_add_b

set clk_period 1.8
set clk_io_pct 0.2

create_clock -name clk0 -period $clk_period [get_ports {clk}]

set non_clock_inputs [all_inputs -no_clocks]
set_input_delay [expr $clk_period * $clk_io_pct] -clock clk0 $non_clock_inputs
set_output_delay [expr $clk_period * $clk_io_pct] -clock clk0 [all_outputs]
[./design.v]
module hdb3_add_b(
  input clk,
  input [1:0]add_b_in,
  output [1:0]add_b_out
);
reg v_occur=0;
reg v_occur_2=0;
reg enen=0;
reg [1:0] d[3:0];
always @(posedge clk) begin
  d[3]<=d[2];
  d[2]<=d[1];
  d[1]<=d[0];
  d[0]<=add_b_in;
end
always @(posedge clk)begin
  if(d[0]==2'b11) begin 
    enen<=0;
    v_occur<=1;
  end
  else if(d[0]==2'b01) begin
    enen<=~enen;
  end
  if(d[1]==2'b11) begin
	 v_occur_2<=1;
  end
end
assign add_b_out=!enen && (v_occur==1) && (v_occur_2==1) &&(d[0]==2'b11) ? 2'b10 : d[3];
endmodule
==> notes.md <==
Observations from the implementation run.

Floorplanning:
- The run puts the floorplan-stage core utilization at 8.68%.
- For reference, the placement row count at floorplan is 21.
- According to the floorplan report, the placeable core area is 3420 um2.
- The run puts the die extent in x at around 80 um.
- Measured along the y axis, the die boundary spans 80 um.
- Pin placement for this block handled 5 I/O pins.
- The die covers 6400 um2.

Yosys:
- The run gives the number of unique standard cell types used by synthesis as 9.
- Of the synthesized area, sequential elements account for 81.0%.
- The stat command in Yosys gives a chip area of 297 um2.
- The run puts the cell area after technology mapping at ~300 um2.
- The largest total area in the synthesized netlist belongs to sky130_fd_sc_hd__dfxtp_1.
- The run gives the share of synthesized registers carrying an async set or reset as 0%.
- The run puts the mean area per synthesized cell at 15.6 um2.
- For this run the top cell type by instance count after synthesis was sky130_fd_sc_hd__dfxtp_1.
- The run gives the proportion of netlist area held by the largest area contributor as 60.8%.
- The run puts the synthesis warning total at 2.
- Ranked by total cell area, the synthesized netlist is headed by sky130_fd_sc_hd__dfxtp_1 61%, sky130_fd_sc_hd__edfxtp_1 20%, sky130_fd_sc_hd__mux2_4 5.1%.
- The run puts the cell count after synthesis at 19.
- The run puts the count of state elements after synthesis at 11.
- The run puts the count of flip-flops with a built-in enable after synthesis at 2.
- In the synthesized netlist, the cells that appear most often are 9 x sky130_fd_sc_hd__dfxtp_1, 2 x sky130_fd_sc_hd__and2_1, 2 x sky130_fd_sc_hd__edfxtp_1.
- The run gives the yosys stat cell total as 19.
- The most used flip-flop cell after synthesis is sky130_fd_sc_hd__dfxtp_1.

Pwr:
- The run puts the leakage power at 0.176 nW.
- The run puts the maximum vdd ir drop at 482 uV.
- The run puts the proportion of power drawn by flip-flops and latches at 60.1%.
- The run gives the net switching power as 0.0877 mW.
- The run gives the switching share of power as 19.3%.
- The run puts the portion of total power attributed to the clock network at 35.2%.
- The run puts the logic gate share of total power at 4.7%.
- The run puts the power per cell area at 1030 nW/um2.
- The internal portion of the total power is 0.368 mW.

Setup path:
- The run gives the data arrival at the endpoint of the critical path as ~1100 ps.
- The critical path maximum fanout is 4.
- The worst setup path is of the flop to output port kind.
- The run gives the longest individual stage delay on the worst path as 350 ps.
- The run gives the kind of capture point of the worst setup path as an output port.
- Looking at the critical path, the single cell with the biggest stage delay is sky130_fd_sc_hd__dfxtp_2.
- Traced cell by cell, the critical path runs through nand4_1 -> o21a_1 -> dlymetal6s2s_1.
- The run gives the startpoint class of the critical path as a flop.
- The run gives the data required time at the worst endpoint as 1440 ps.

Final timing:
- From the final report, the count of setup violators was given as 0.
- Pins over their slew limit in the final report were tallied at 0.
- The run gives the worst setup slack after layout as around 360 ps.
- The run gives the final period demand of the worst path as between 1000 and 1500 ps.
- Setup repair after global routing left no endpoint under its margin.
- The run gives the number of hold violations in the final report as 0.
- The run puts the achievable clock frequency at 694 MHz.
- In the final timing run, aggregate negative setup slack is 0 ps.
- In the final run the clock tree shows a worst skew of 3.59 ps.
- The final critical path takes up 80.0% of the cycle.

Layout:
- The run gives the fraction of layout instances using a drive strength above 1 as 24.1%.
- The final report gives the core utilization as 12.9%.
- The run gives the area of all placed cells without fillers as between 400 and 500 um2.
- Per the run report, area growth between synthesis and finish was 48.9%.
- The finished layout holds 75 standard cells, fillers aside.

Status:
- The flow ran to the end, and the final reports show no timing, DRC or antenna violations.

Clocking:
- After clock tree synthesis, the clock-pin slew on the worst setup and hold paths is 60 ps.
- The run puts the number of sinks on the clock net at 11.
- The run gives the library cell used as clock root buffer as sky130_fd_sc_hd__clkbuf_4.
- The run gives the TritonCTS clock tree as done.
- In this run the number of H-tree levels came out at 1.
- The run gives the post-cts hold-fix buffer tally as 0.
- The run puts the TritonCTS buffer count at 3.
- The run gives the worst-skew pair later-pin latency as ~260 ps.
- The run gives the maximum count of clock buffers along a single path as 2.

Hold path:
- The run gives the worst min-delay path category as flop to flop.

Routing:
- After detailed routing, the number of remaining DRC violations is 0.
- The run gives the starting DRC count in detailed routing as 0.
- The run puts the number of antenna diodes at 0.
- The run gives the remaining antenna violation count as 0.
- The run gives the number of vias in the routed layout as 161.
- The script logs the ratio of routed vias to standard cells as 2.15.
- In the post-route report, total wirelength is listed as 413 um.
- The run puts the per-cell routed wire length at 5.51 um.
- The iteration count recorded for the first detailed-route pass is 1.

Place:
- The run gives the final weighted congestion of routability-driven global placement as 0.611.
- The run puts the cell area reported after detailed placement at just under 400 um2.
- The run puts the number of placed cells counting well taps at 70.
- The run puts the total of buffers placed on input and output ports at 4.
- The run puts the worst setup slack before clock tree synthesis at 258 ps.

Job:
- The run puts the reported max-cap violation count at 0.
- The run puts the stage-log warning count at 25.

Global route:
- Entering global routing, the biggest net connects 7 pins.
- The run gives the total congestion overflow as 0.
- The first global-routing pass estimated 745 um of wire.
- The run gives the via count of the first global-routing pass as 176.
- The run puts the overall global routing resource usage at between 1.5 and 2%.
- The run gives the number of antenna violations at the first check in global routing as 0.
registers in the layout (all words and copies together) (netlist names):
signal,flops
v_occur_2,1
enen,1
v_occur,1
d,8
final cells by class:
class                   instances  area [um2]
fillers                       393        2970
repair buffers                  5        52.6
flip-flops and latches         11         245
well taps                      46        57.6
multi-input cells               9        60.1
clock buffers                   4        26.3
repair_timing:
action,CTS,global route
setup buffers,0,1
gates resized,1,4
setup endpoints to repair,1,2
pin swaps,0,3
path summary, 6_finish.rpt:
path / to / cells past startpoint / slack [ps] / startpoint
hold reg to reg: d[3][1] / 0 / 330 / d[2][1]
hold / removal: d[3][1] / 0 / 330 / d[2][1]
setup reg to reg: enen / 3 / 970 / d[0][1]
setup / recovery: add_b_out[0] / 3 / 360 / d[0][1]
cells by family after synthesis:
family             Yosys count  synth area share, %
DFF                         11                 81.0
and+or+nand+nor              4                 7.59
AOI/OAI and AO/OA            2                 5.07
muxes                        1                 5.06
other                        1                 1.26
metrics by stage:
step / power [mW] / hold slack [ps]
floorplan: 0.288 / 310
detailed placement: 0.300 / 312
finish: 0.455 / 327
global route: 0.485 / 351
CTS: 0.461 / 328
global placement: 0.299 / 313
layer usage:
metal | track usage, % | up-vias | wire length, um
met2 | 1.61 | 8 | 126
met5 | 0 | - | 0
li1 | - | 81 | -
met4 | 0.352 | 0 | 0
met3 | 2.05 | 0 | 69
met1 | 1.84 | 72 | 216
worst max-delay path, delay by kind of cell (launching register included):
family,cells,cell delay [ps]
compound gates,1,220
buf+inv,1,130
flops,1,350
simple gates,1,130
power groups by stage:
stage     clock (mW)  sequential (mW)  combinational, mW
6_report       0.161            0.274             0.0213
5_1_grt        0.185            0.276             0.0233
4_1_cts        0.166            0.274             0.0210
placed cells by master, fill, tap and decap left out, drive strengths merged:
cell type | Yosys | final
edfxtp | 2 | 2
dlymetal6s2s | 0 | 2
and2 | 2 | 2
conb | 1 | 2
nor2 | 1 | 1
o21a | 1 | 1
clkbuf | 0 | 4
buf | 0 | 1
o21bai | 1 | 1
nand4 | 1 | 1
clkdlybuf4s50 | 0 | 2
dfxtp | 9 | 9
mux2 | 1 | 1
Power and IR drop assume default switching activity.
